`design/flow/run.sh`:
```
#!/bin/bash
# OpenROAD 26Q1-2900-gdf79404cd8, Yosys 0.63+post, stock flow scripts
make -C /OpenROAD-flow-scripts/flow DESIGN_CONFIG=/design/flow/config.mk WORK_HOME=/design/flow/orfs finish
```
`design/flow/design.v`:
```
module fetch(clk, PC, icode, ifun, rA, rB, valC, valP,
             memory_error, halt, invalid_instr);
input clk;
input [63:0] PC;  
reg [0:7] reg_AB;
output reg [3:0] icode, ifun, rA, rB;
output reg [63:0] valC, valP;
reg [0:7] instruction;
reg [7:0] instruction_memory [0:127];
output reg memory_error, halt,invalid_instr;
initial begin
    halt = 0;
    instruction_memory[0]  = 8'b00010000;  
    instruction_memory[1]  = 8'b01100000;  
    instruction_memory[2]  = 8'b00000001;  
    instruction_memory[3]  = 8'b00110000;  
    instruction_memory[4]  = 8'b11110010;  
    instruction_memory[5]  = 8'b11111111;  
    instruction_memory[6]  = 8'b00000000;  
    instruction_memory[7]  = 8'b00000000;  
    instruction_memory[8]  = 8'b00000000;  
    instruction_memory[9]  = 8'b00000000;  
    instruction_memory[10] = 8'b00000000;  
    instruction_memory[11] = 8'b00000000;  
    instruction_memory[12] = 8'b00000000;  
    instruction_memory[13] = 8'b00110000;  
    instruction_memory[14] = 8'b11110011;  
    instruction_memory[15] = 8'b00000101;  
    instruction_memory[16] = 8'b00000000;  
    instruction_memory[17] = 8'b00000000;  
    instruction_memory[18] = 8'b00000000;  
    instruction_memory[19] = 8'b00000000;  
    instruction_memory[20] = 8'b00000000;  
    instruction_memory[21] = 8'b00000000;  
    instruction_memory[22] = 8'b00000000;  
    instruction_memory[23] = 8'b00110000;  
    instruction_memory[24] = 8'b11110100;  
    instruction_memory[25] = 8'b00000101;  
    instruction_memory[26] = 8'b00000000;  
    instruction_memory[27] = 8'b00000000;  
    instruction_memory[28] = 8'b00000000;  
    instruction_memory[29] = 8'b00000000;  
    instruction_memory[30] = 8'b00000000;  
    instruction_memory[31] = 8'b00000000;  
    instruction_memory[32] = 8'b00000000;  
    instruction_memory[33] = 8'b00100000;  
    instruction_memory[34] = 8'b01000101;  
    instruction_memory[35] = 8'b01100000;  
    instruction_memory[36] = 8'b00110100;  
    instruction_memory[37] = 8'b00100101;  
    instruction_memory[38] = 8'b01010110;  
    instruction_memory[39] = 8'b01100001;  
    instruction_memory[40] = 8'b00110101;  
    instruction_memory[41] = 8'b01110011;  
    instruction_memory[42] = 8'b00110100;  
    instruction_memory[43] = 8'b00000000;  
    instruction_memory[44] = 8'b00000000;  
    instruction_memory[45] = 8'b00000000;  
    instruction_memory[46] = 8'b00000000;  
    instruction_memory[47] = 8'b00000000;  
    instruction_memory[48] = 8'b00000000;  
    instruction_memory[49] = 8'b00000000;  
    instruction_memory[50] = 8'b00010000;  
    instruction_memory[51] = 8'b00010000;  
    instruction_memory[52] = 8'b01100000;  
    instruction_memory[53] = 8'b00110101;  
    instruction_memory[54] = 8'b00000000;  
end
always @ (*)
    begin
        memory_error = 0;
        if(PC > 127)  
        begin
            memory_error = 1;
        end
        icode = instruction_memory[PC][7:4];
        ifun =  instruction_memory[PC][3:0];
        if(icode>=4'b0000 && icode<4'b1100)
        begin
            invalid_instr = 0;
            case(icode)
            4'b0000:  
            begin
                halt = 1;
                valP = PC + 64'd1;
            end
            4'b0001:  
            begin
                valP = PC + 64'd1;
            end
            4'b0010:  
            begin
                reg_AB = {instruction_memory[PC+1]};
                rA = reg_AB[0:3];  
                rB = reg_AB[4:7];  
                valP = PC + 64'd2;
            end
            4'b0011:  
            begin
                reg_AB = {instruction_memory[PC+1]};
                rA = reg_AB[0:3];  
                rB = reg_AB[4:7];  
                valC = { instruction_memory[PC+9],
                                    instruction_memory[PC+8],
                                    instruction_memory[PC+7],
                                    instruction_memory[PC+6],
                                    instruction_memory[PC+5],
                                    instruction_memory[PC+4],
                                    instruction_memory[PC+3],
                                    instruction_memory[PC+2] };
                valP = PC + 64'd10;
            end
            4'b0100:  
            begin
                reg_AB = {instruction_memory[PC+1]};
                rA = reg_AB[0:3];  
                rB = reg_AB[4:7];  
                valC = { instruction_memory[PC+9],
                                    instruction_memory[PC+8],
                                    instruction_memory[PC+7],
                                    instruction_memory[PC+6],
                                    instruction_memory[PC+5],
                                    instruction_memory[PC+4],
                                    instruction_memory[PC+3],
                                    instruction_memory[PC+2] };
                valP = PC + 64'd10;
            end
            4'b0101:  
            begin
                reg_AB = {instruction_memory[PC+1]};
                rA = reg_AB[0:3];  
                rB = reg_AB[4:7];  
                valC = { instruction_memory[PC+9],
                                    instruction_memory[PC+8],
                                    instruction_memory[PC+7],
                                    instruction_memory[PC+6],
                                    instruction_memory[PC+5],
                                    instruction_memory[PC+4],
                                    instruction_memory[PC+3],
                                    instruction_memory[PC+2] };
                valP = PC + 64'd10;
            end
            4'b0110:  
            begin
                reg_AB = {instruction_memory[PC+1]};
                rA = reg_AB[0:3];  
                rB = reg_AB[4:7];  
                valP = PC + 64'd2;
            end
            4'b0111:  
            begin
                valC = { instruction_memory[PC+8],
                        instruction_memory[PC+7],
                        instruction_memory[PC+6],
                        instruction_memory[PC+5],
                        instruction_memory[PC+4],
                        instruction_memory[PC+3],
                        instruction_memory[PC+2],
                        instruction_memory[PC+1] };
                valP = PC + 64'd9;
            end
            4'b1000:  
            begin
                valC = { instruction_memory[PC+8],
                        instruction_memory[PC+7],
                        instruction_memory[PC+6],
                        instruction_memory[PC+5],
                        instruction_memory[PC+4],
                        instruction_memory[PC+3],
                        instruction_memory[PC+2],
                        instruction_memory[PC+1] };
                valP = PC + 64'd9;
            end
            4'b1001:  
            begin
                valP = PC + 64'd1;
            end
            4'b1010:  
            begin
                reg_AB = {instruction_memory[PC+1]};
                rA = reg_AB[0:3];  
                rB = reg_AB[4:7];  
                valP = PC + 64'd2;
            end
            4'b1011:  
            begin
                reg_AB = {instruction_memory[PC+1]};
                rA = reg_AB[0:3];  
                rB = reg_AB[4:7];  
                 valP = PC + 64'd2;
            end
            endcase
        end
        else
        begin
            invalid_instr = 1;
        end
    end
    assign updated_PC = valP;
endmodule
```
`design/flow/constraint.sdc`:
```
current_design fetch

set clk_period 6.1
set clk_io_pct 0.2

create_clock -name clk0 -period $clk_period

set non_clock_inputs [all_inputs -no_clocks]
set_input_delay [expr $clk_period * $clk_io_pct] -clock clk0 $non_clock_inputs
set_output_delay [expr $clk_period * $clk_io_pct] -clock clk0 [all_outputs]
```
`design/flow/config.mk`:
```
export PLATFORM = sky130hd
export DESIGN_NAME = fetch
export DESIGN_NICKNAME = fetch
export VERILOG_FILES = /design/flow/design.v
export SDC_FILE = /design/flow/constraint.sdc
export NUM_CORES = 4
export LEC_CHECK = 1
export CORE_UTILIZATION = 30
```
==> reports/qor.yml <==
run_status:
  status: "complete, no violations"
placement:
  pre_cts_ws_ns: 0.716
  port_buffers: 211
  dp_hpwl_mm: 30.3
  gp_congestion: 0.951
  placed_cells: 1930
sta:
  tightest_slew_ns: 1.09
  setup_tns_ns: 0
  finalMaxSlewViolations: 0
  fin_ws_ns: 0.718
  hold_violations: 0
  rsz0062_at_grt: "false"
  max_slew_margin: 0.263
  holdWs_ns: 3.54
  unclocked_regs: 137
  setup_viol: 0
  unconstrained_endpoints: 273
  final.period_utilization: 0.882
  period_minus_slack_ns: 5.38
  fmax_mhz: 186
drt:
  avgRoutedWirePerCell_um: 20.6
  drt-pass1-iter-count: 7
  wl_mm: 39.7
  n_antenna_cell: 0
  ant_nets: 0
  drt_iter0_markers: 830
  drc: 0
  dr_total_vias: 11000
  viasPerCell: 5.70
logic_synthesis:
  ys_cells: 1383
  yosysWarnings: 2
  synth_flops: 137
  synth_area_um2: 9620
  top_logic_kind: "simple AND/OR/NAND/NOR gates"
  synth.distinct_cells: 86
  async_flop_share: 0
  xor_share: 0.0910
  synthAoiAreaFrac: 0.253
  synthSimpleGateAreaFrac: 0.280
  synth.avg_cell_area_um2: 6.96
  ys_chip_area_um2: 9620
  mux_area_frac: 0.0606
  synth_cells: 1383
  synth-edff-count: 0
  synth_adder_area_share: 0.0429
  synth_top_flop_cell: "dlxtn_1"
cts:
  postCtsSetupRepairBufs: 0
  ctsHoldBuffers: 0
  cts_resized: 0
pwr:
  p_per_area_nw_per_um2: 89.1
  peakVddDrop_mv: 0.0499
  power.leakage_nw: 4.51
layout:
  final_cells: 1930
  drive_gt1_frac: 0.0622
  final_core_util: 0.384
  area_delta_synth_final_pct: 25.9
  fillerInstances: 3323
setup_path:
  cp_slowest_cell: "clkdlybuf4s50_1"
  path_max_fanout: 11
  worstPathCellList: "clkdlybuf4s50_1 > clkinv_1 > ha_1 > nand2b_1 > a41oi_1 > o211ai_4 > nor2_1 > clkdlybuf4s50_1"
  cp-start-kind: "input pin"
  worstPathRequired_ns: 4.88
  cp_common_cell: "clkdlybuf4s50_1"
  criticalPathCategory: "in -> out"
  crit_arrival_ns: 4.16
  end_kind: "output pin"
  slowest_delay_ns: 0.59
floorplan:
  die_area_um2: 32800
  die_width_um: 181
  die_height_um: 181
  ioPinCount: 212
  initCoreUtil: 0.305
  coreArea_um2: 31600
  row_count: 65
grt:
  antenna_found_initial: 1
  grt_pass1_vias: 10000
  grt-ovfl-total: 0
  grt_max_degree: 69
  grt_util_all_layers: 0.240
  grt_first_pass_wirelength_mm: 60.7
flow_run:
  warnings: 56
  maxCapViolCount: 0
worst_hold_path:
  min_path_type: "in -> out"
  holdPathEnd: "ifun[0]"
  hp-start: "PC[3]"
  hold_depth: 5
==> layout make-up <==
cell class / count / area, µm² / area share
multi-input combinational: 1111 / 7030 / 0.580
timing repair buffer: 256 / 2440 / 0.201
sequential: 137 / 2060 / 0.170
tap: 402 / 503 / 0.0415
inverter: 24 / 90.1 / 0.00744
==> cells by family after synthesis <==
family,after synthesis
buffers and inverters,135
other,1
AND-OR/OR-AND,371
adder cells (fa/ha/maj),33
latches,137
AND/OR/NAND/NOR,555
XOR/XNOR,100
multiplexers,51
==> report_power, final <==
group          internal (mW)  leakage [nW]  switching [mW]
combinational          0.369          3.42           0.566
sequential             0.129          1.09          0.0145
clock                      0             0               0
==> cell usage after synthesis (17+ instances only) <==
cell type,count,share of area
nand3_1,63,0.033
and3_1,20,0.013
xnor2_1,63,0.057
nand2b_1,17,0.011
xor2_1,37,0.034
o21ai_0,89,0.046
nor3_1,55,0.029
nor2_1,126,0.049
dlxtn_1,137,0.21
nand4_1,32,0.021
a31oi_1,27,0.018
clkbuf_1,82,0.032
nor4_1,18,0.012
ha_1,33,0.043
inv_1,18,0.0070
mux2i_1,38,0.040
a211oi_1,21,0.016
o211ai_1,24,0.019
nand2_1,168,0.066
a21oi_1,96,0.050
==> through the flow <==
| step | instance area, µm² | total power [mW] |
|---|---|---|
| after floorplan | 9620 | 0.685 |
| after global placement | 12100 | 1.06 |
| after detailed placement | 12100 | 1.06 |
| after CTS | 12100 | 1.07 |
| after global routing | 12100 | 1.16 |
| final | 12100 | 1.08 |
==> worst max-delay path by stage <==
stage,from,to,slack [ns],cells after the start
4_1_cts,PC[0],icode[1],0.71,8
5_1_grt,PC[0],icode[1],0.55,8
6_report,PC[0],icode[1],0.72,8
==> sequential cells by signal, summed over array words and instances (netlist names) <==
signal and flops:
rB 4, valC 64, halt 1, valP 64, rA 4
==> per-layer routing <==
metal | up-vias | track usage | wire [µm]
met3 | 61 | 0.0216 | 2800
met2 | 475 | 0.381 | 17900
li1 | 5306 | - | -
met5 | - | 0 | 0
met4 | 0 | 0.0739 | 1460
met1 | 5160 | 0.348 | 17500
==> cells in the final DEF, fill, tap and decap left out, types with 6 or more instances in the layout <==
cell type,netlist,routed
nor3_1,55,55
nand2b_1,17,17
and3_1,20,20
or3_1,6,6
a21oi_1,96,96
xnor2_1,63,62
inv_1,18,18
a31oi_1,27,27
o211ai_1,24,24
xor2_1,37,37
o22ai_1,14,14
a211oi_1,21,21
o21a_1,7,7
buf_4,4,45
o21ai_0,89,88
ha_1,33,33
nand4_1,32,32
o221ai_1,6,6
nand3_1,63,63
a311oi_1,11,11
mux2i_1,38,38
or2_2,6,6
nor2b_1,7,7
dlxtn_1,137,137
nor2_1,126,126
a221oi_1,6,6
o31ai_1,6,6
nand2_1,168,168
mux2_2,8,8
clkdlybuf4s50_1,0,209
nor4_1,18,18
==> worst max-delay path: cells and delay by family <==
family	cells	cell delay [ns]
buffers and inverters	3	1.43
AND-OR/OR-AND	2	0.64
AND/OR/NAND/NOR	2	0.52
adder cells (fa/ha/maj)	1	0.36
Power figures rest on the tool's default switching activity, not on a simulated workload.
