===== flow/design.v =====
module memory_seq(clk, icode, valA, valB, valP, valE, valM);
input clk;
input wire [3:0] icode;
input wire [63:0] valA, valB, valP, valE;
output reg [63:0] valM;
reg [63:0] memory [0:127];
always @(*)
begin
    case(icode)
    4'b0101:  
    begin valM = memory[valE]; end
    4'b1001:  
    begin valM = memory[valA]; end
    4'b1011:  
    begin valM = memory[valA]; end
    endcase
end
always @(posedge clk) begin
    case(icode)
    4'b0100:  
    begin memory[valE] = valA; end
    4'b1000:  
    begin memory[valE] = valP; end
    4'b1010:  
    begin memory[valE] = valA; end
    endcase
end
endmodule

===== flow/run.sh =====
#!/bin/bash
# OpenROAD 26Q1-2900-gdf79404cd8, Yosys 0.63+post, stock flow scripts
make -C /OpenROAD-flow-scripts/flow DESIGN_CONFIG=/design/flow/config.mk WORK_HOME=/design/flow/orfs finish

===== flow/config.mk =====
export PLATFORM = sky130hd
export DESIGN_NAME = memory_seq
export DESIGN_NICKNAME = memory_seq
export VERILOG_FILES = /design/flow/design.v
export SDC_FILE = /design/flow/constraint.sdc
export NUM_CORES = 4
export LEC_CHECK = 1
export CORE_UTILIZATION = 50
export SYNTH_MEMORY_MAX_BITS = 65536

===== flow/constraint.sdc =====
current_design memory_seq

set clk_period 14.7
set clk_io_pct 0.2

create_clock -name clk0 -period $clk_period [get_ports {clk}]

set non_clock_inputs [all_inputs -no_clocks]
set_input_delay [expr $clk_period * $clk_io_pct] -clock clk0 $non_clock_inputs
set_output_delay [expr $clk_period * $clk_io_pct] -clock clk0 [all_outputs]

==> results.json <==
{
  "gr-usage-all-layers_pct": 32.9,
  "synthTopCellsByArea": "edfxtp_1, nand2_1, nand3_1",
  "cts_resized": 0,
  "htreeDepth": 6,
  "finalClockPeriodUsage_pct": 48.4,
  "wirelength_mm": 935,
  "dr_wl_met2_mm": 412,
  "design.core.area_mm2": 0.632,
  "hold_viol": 0,
  "fin_crit_ns": 7.11,
  "rsz0062_at_grt": "false",
  "first_pass_iters": 9,
  "drt_iter0_drc": 14300,
  "hp-class": "in2reg",
  "timing.final.setup_violations": 0,
  "cts_tree": "yes",
  "cts_hold_buf": 0,
  "relSlewSlack_pct": 19.5,
  "netlist_area_mm2": 0.318,
  "path_buffers": 5,
  "dr_total_vias": 185000,
  "ir_drop_mv": 0.145,
  "crit_type": "in2reg",
  "drc_errors": 0,
  "portBuffers": 203,
  "postCtsSetupRepairBufs": 0,
  "maxUsedRoutingLayer": "met5",
  "slowest_stage": "nand3b_1",
  "cp_slowest_stage_delay_ns": 0.63,
  "fmax_ghz": 0.141,
  "routedWlPerCell_um": 30.2,
  "die_h_um": 799,
  "path_clk_slew_ns": 0.06,
  "unclocked_pins": 64,
  "p_leak_nw": 117,
  "cts-root-buf": "clkbuf_16",
  "met1_length_mm": 298,
  "io_pins": 325,
  "dr_wl_met3_mm": 191,
  "yosys.area.top_type": "edfxtp_1",
  "fp_util_pct": 50.2,
  "worst_setup_path_end_kind": "flip-flop",
  "filler_cell_count": 47600,
  "status": "completed",
  "die_area_mm2": 0.638,
  "crit_fanout": 25,
  "untimed_endpoints": 128,
  "ant_nets": 0,
  "yosysCellCount": 21300,
  "antenna_found_initial": 50,
  "min_path_cells": 2,
  "whs_ns": 2.61,
  "drive_gt1_share_pct": 11.5,
  "edf_count": 8192,
  "viasPerCell": 5.99,
  "ys_types": 55,
  "tightest_slew_ns": 1.19,
  "synth-warning-count": 1,
  "async_flop_share_pct": 0,
  "min_to": "memory[26][4]",
  "crit_top_cell": "buf_4",
  "ff_latch_area_mm2": 0.247,
  "finalMaxSlewViolations": 0,
  "cts_buffers": 800,
  "area_growth_pct": 12.4,
  "critPathArrivalTime_ns": 7.88,
  "cap_violations": 0,
  "powerDensity_mw_per_mm2": 137,
  "crit_family": "buffers and inverters",
  "grt.overflow.total": 0,
  "std_cell_rows": 292,
  "grt_pass1_wl_mm": 1340,
  "cp.required_ns": 15.47,
  "grt_max_degree": 144,
  "netlist.area_leader.share_pct": 77.4,
  "cp-start-kind": "primary input",
  "crit_chain": "clkdlybuf4s50_1, or3b_2, a21oi_1, buf_4, nand3b_1, buf_4, nor2_4, buf_4, buf_4",
  "setup_tns_ns": 0,
  "synth_flops": 8256,
  "dp_hpwl_mm": 549,
  "place_congestion": 0.940,
  "cts.path.max_buffers": 4,
  "first_global_vias": 192000,
  "logic_area_mm2": 0.0669,
  "hp-start": "valP[4]",
  "netlist_instances": 21300,
  "synth.avg_cell_area_um2": 14.9,
  "yosysChipArea_mm2": 0.318,
  "openroad.warnings": 182,
  "die_w_um": 799,
  "flop_cell": "edfxtp_1"
}
## worst max path at each step
| stage | from | endpoint | slack, ns | cells after the start |
|---|---|---|---|---|
| 6_report | icode[2] | memory[124][16] | 7.59 | 9 |
| 5_1_grt | icode[2] | memory[120][63] | 7.50 | 9 |
| 4_1_cts | icode[2] | memory[120][27] | 7.87 | 9 |
## state kept, by name (all words and copies together) (netlist names)
name / flops
memory: 8192
valM: 64
## power breakdown
group | switching [mW] | internal (mW) | leakage, nW
combinational | 2.67 | 0.897 | 31.2
clock | 8.46 | 10.8 | 11.8
sequential | 0.0322 | 25.9 | 74.1
## cells in the final DEF, fill, tap and decap left out, types with 216 or more instances in the layout
| cell type | count |
|---|---|
| clkbuf_16 | 829 |
| a21oi_1 | 650 |
| nand2_1 | 5629 |
| clkinv_1 | 216 |
| a31oi_1 | 219 |
| nand4_1 | 280 |
| edfxtp_1 | 8192 |
| clkbuf_1 | 229 |
| buf_4 | 778 |
| mux2i_1 | 309 |
| a32oi_1 | 392 |
| mux4_2 | 453 |
| nand3_1 | 2779 |
## synth_stat cells, drive strengths merged, types with 6 or more instances
library cell     n
edfxtp        8192
nand2         5635
nand3         2786
clkbuf         690
a21oi          652
buf            652
mux4           455
a32oi          392
mux2i          319
nand4          280
nor2           253
a31oi          220
a22oi          174
o21ai          137
o22ai           81
mux2            74
nor4            67
dlxtn           64
nor3            40
and3            33
a311o           28
o311ai          24
o2111ai         14
o211ai          13
nor2b           10
o221ai           9
a41oi            8
nand2b           6
## cell type report
class | instances | share of cell area [%]
tap | 8379 | 2.94
clock inverter | 373 | 0.712
timing repair buffer | 997 | 2.30
sequential | 8256 | 69.2
multi-input combinational | 11700 | 18.7
clock buffer | 1058 | 6.05
antenna | 108 | 0.0757
## cell families after synthesis
logic type	count (synthesis)	synth area share [%]
flops	8192	77.4
latches	64	0.303
buf+inv	1342	1.86
simple gates	9124	12.2
compound gates	1774	3.66
mux	848	4.50
## through the flow
stage	area [um^2]	utilization [%]	total power [mW]	worst slack, ns	cells
detailed placement	333000	52.6	29.9	6.66	29400
global placement	333000	52.6	29.9	6.67	29400
floorplan	318000	-	28.2	5.55	21300
CTS	357000	56.4	49.0	7.87	30800
finish	357000	56.4	48.7	7.59	30900
global route	357000	56.4	50.1	7.50	30900
## routing by layer
metal,vias up,global-route usage [%]
li1,81700,-
met5,-,6.30
met4,105,8.26
met3,1629,27.9
met2,11300,44.0
met1,90400,42.8
No activity file was given, so power comes from the tool's default toggle rates.
