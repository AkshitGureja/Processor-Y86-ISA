==> design/flow/design.v <==
module pc_update(clk, icode, cnd, valC, valM, valP, PC_new);
input cnd;
input clk;
input [3:0] icode;
input [63:0] valC, valM, valP;
output reg [63:0] PC_new;
always@(*)
    begin
        case(icode)
        4'b0111:
        begin
            if(cnd)
                PC_new = valC;
            else
                PC_new = valP;
        end
        4'b1000:begin PC_new = valC; end
        4'b1001: begin PC_new = valM; end
        default: begin PC_new = valP; end
        endcase
    end
endmodule
==> design/flow/run.sh <==
#!/bin/bash
# OpenROAD 26Q1-2900-gdf79404cd8, Yosys 0.63+post, stock flow scripts
make -C /OpenROAD-flow-scripts/flow DESIGN_CONFIG=/design/flow/config.mk WORK_HOME=/design/flow/orfs finish
==> design/flow/config.mk <==
export PLATFORM = sky130hd
export DESIGN_NAME = pc_update
export DESIGN_NICKNAME = pc_update
export VERILOG_FILES = /design/flow/design.v
export SDC_FILE = /design/flow/constraint.sdc
export NUM_CORES = 4
export LEC_CHECK = 1
export CORE_AREA = 10 10 109 109
export DIE_AREA = 0 0 119 119
==> design/flow/constraint.sdc <==
current_design pc_update

set clk_period 9.0
set clk_io_pct 0.2

create_clock -name clk0 -period $clk_period

set non_clock_inputs [all_inputs -no_clocks]
set_input_delay [expr $clk_period * $clk_io_pct] -clock clk0 $non_clock_inputs
set_output_delay [expr $clk_period * $clk_io_pct] -clock clk0 [all_outputs]
==> results.cfg <==
; synthesis and place-and-route metrics
[detailed_routing]
routed_wl_um = 14500
drt-vias-per-instance = 5.55
drt_iter0_markers = 437
drc = 0
num_vias = 3672
postRouteAntennaNets = 0
dr.pass1.iters = 6
routedWlPerCell_um = 21.9
antenna_cells = 0

[placed_design]
io_buffers = 261
gp_congestion = 0.832
post-dp-hpwl_um = 10700
dp_worst_setup_slack_ns = 2.24

[power_and_ir_drop]
p_leak_nw = 1.61
totalPowerFinal_mw = 0.237
ir_drop_v = 0.0000211
power_density_nw_per_um2 = 48.4

[final_timing]
tns_ns = 0
final.min_clock_period_ns = 6.81
worstMarginPinSlew_ns = 0.791
finalSetupViolCount = 0
slew_headroom_pct = 47.3
layout_setup_ws_ns = 2.19
rsz0062_at_grt = false
period_used_pct = 75.6
slew_viol_final = 0
hold_viol_final = 0
hold_slack_ns = 4.67
timing.fmax_mhz = 147

[final_layout]
drive_above_1_share_pct = 13.4
area_growth_pct = 109
num-fill-cells = 919
flops = 0
post-route-util_pct = 50.8
clock_buffers = 0
regArea_sq_um = 0

[synth]
yosys_warnings = 1
ys_top_cells_by_count = 64 x a21oi_1, 64 x a222oi_1, 64 x nor3_1
synth_area_sq_um = 2340
avgSynthCellArea_sq_um = 7.55
netlist_instances = 310
top_cells_by_area = mux2_2 28%, a222oi_1 27%, a21oi_1 14%
synth_cell_type_count = 14
ys_cells = 310
seq_area_frac_synth_pct = 0
yosys.area.top_type = mux2_2
top_area_share_pct = 27.9
ys_area_sq_um = 2340

[grt]
grt_use_total_pct = 18.3
grt_max_degree = 69
antenna_found_initial = 0
first_global_vias = 3580
gr-total-overflow = 0
grt_pass1_wl_um = 21400

[min_path]
hp-class = input pin to output pin
min-delay-start = valP[12]
whs_path_depth = 4
whs_endpoint = PC_new[12]

[die]
dieArea_sq_um = 14200
io_pins = 262
core.rowCount = 36
die_x_um = 119
initial_core_util_pct = 24.3
core_sq_um = 9640
fp.dieH_um = 119

[clocking]
post-cts-setup-buffers = 0
cts_resized = 0
holdBufCountCts = 0

[setup_path]
end_kind = output pin
start_kind = input pin
crit_required_ns = 7.20
arrival_ns = 5.01
critPathMaxFanout = 62
critPathKind = input pin to output pin

[flow_run]
max_cap_violations = 0
tool_warnings = 33

[run_status]
status = complete, no violations
==> placed cells by master (no fill, tap or decap), drive strengths merged <==
master | Yosys | final
and4bb | 1 | 1
mux2 | 64 | 64
nor4b | 1 | 1
nor3 | 64 | 64
or2 | 1 | 1
a21oi | 64 | 64
buf | 43 | 8
clkdlybuf4s50 | 0 | 260
a222oi | 64 | 64
and4b | 1 | 1
nor3b | 1 | 1
==> report_power, final <==
| part | switching, mW | internal (mW) | total (mW) |
|---|---|---|---|
| clock | 0 | 0 | 0 |
| sequential | 0 | 0 | 0 |
| combinational | 0.0738 | 0.163 | 0.237 |
| total | 0.0738 | 0.163 | 0.237 |
==> logic make-up after synthesis <==
| family | synth area share (%) |
|---|---|
| simple gates | 16.0 |
| compound gates | 41.0 |
| buf+inv | 12.1 |
| mux | 30.8 |
==> worst max path at each step <==
stage	start	to	slack, ns	cells past startpoint
CTS	icode[2]	PC_new[45]	2.22	6
global route	icode[1]	PC_new[59]	2.08	6
finish	icode[2]	PC_new[45]	2.19	6
==> through the flow <==
step | instance area, sq um | cells
global placement | 4900 | 662
finish | 4900 | 662
floorplan | 2340 | 310
CTS | 4900 | 662
detailed placement | 4900 | 662
global route | 4900 | 662
==> worst max-delay path, stage by stage <==
cell and delay, ns:
clkdlybuf4s50_1 0.59, and4b_4 0.79, or2_2 0.68, buf_4 0.50
a21oi_1 0.17, clkdlybuf4s50_1 0.44
==> routing by layer <==
layer,part of all wire [%],track usage (%),up-vias
met4,0.29,0.458,0
li1,-,-,1792
met3,7.6,4.51,2
met2,51,32.1,175
met5,0,0,-
met1,42,23.5,1703
==> area by class of cell <==
cell class                 count  area [sq um]  share of cell area (%)
timing repair buffer         268          2660                    54.3
multi-input combinational    261          2070                    42.3
tap                          133           166                    3.40
